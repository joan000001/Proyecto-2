==> /design/flow/design.v <==
`timescale 1ns / 1ps
module sevseg(
    input  logic [3:0] bcd,       
    output logic [6:0] segments   
);
    logic [6:0] segments_reg;
    always_comb begin
        case (bcd)
            4'b0000: segments_reg = 7'b0111111;  
            4'b0001: segments_reg = 7'b0000110;  
            4'b0010: segments_reg = 7'b1011011;  
            4'b0011: segments_reg = 7'b1001111;  
            4'b0100: segments_reg = 7'b1100110;  
            4'b0101: segments_reg = 7'b1101101;  
            4'b0110: segments_reg = 7'b1111101;  
            4'b0111: segments_reg = 7'b0000111;  
            4'b1000: segments_reg = 7'b1111111;  
            4'b1001: segments_reg = 7'b1101111;  
            4'b1010: segments_reg = 7'b0001000;  
            4'b1011: segments_reg = 7'b0000011;  
            4'b1100: segments_reg = 7'b1000110;  
            4'b1101: segments_reg = 7'b0100001;  
            4'b1110: segments_reg = 7'b0000110;  
            4'b1111: segments_reg = 7'b0001110;  
            default: segments_reg = 7'b0000000;  
        endcase
    end
  assign segments = segments_reg;
endmodule
module multiplex_display #(
    parameter int contar = 1000
)(
    input  logic        clk,
    input  logic        rst_n,
    input  logic [3:0]  digito1,
    input  logic [3:0]  digito2,
    input  logic [3:0]  digito3,
    input  logic [3:0]  digito4,
    output logic [3:0]  bcd_value,
    output logic [3:0]  segmento_activo
);
    logic [1:0] pantalla_activa;    
    logic [16:0] contador;
    always_ff @(posedge clk or negedge rst_n) begin
        if (!rst_n) begin
            contador <= '0;
            pantalla_activa <= 2'd0;
        end else if (contador == contar) begin
            contador <= '0;
            pantalla_activa <= (pantalla_activa == 2'd3) ? 2'd0 : pantalla_activa + 1;
        end else begin
            contador <= contador + 1;
        end
    end
    always_comb begin
        unique case (pantalla_activa)
            2'd0: bcd_value = digito1;
            2'd1: bcd_value = digito2;
            2'd2: bcd_value = digito3;
            2'd3: bcd_value = digito4;
            default: bcd_value = 4'd0;
        endcase
    end
    always_comb begin
    unique case (pantalla_activa)
        2'd0: segmento_activo = 4'b0001;
        2'd1: segmento_activo = 4'b0010;
        2'd2: segmento_activo = 4'b0100;
        2'd3: segmento_activo = 4'b1000;
        default: segmento_activo = 4'b0000;
    endcase
end
endmodule
module suma (
    input  logic [3:0]  dig1_1, 
    input  logic [3:0]  dig1_2, 
    input  logic [3:0]  dig1_3, 
    input  logic [3:0]  dig2_1,
    input  logic [3:0]  dig2_2,
    input  logic [3:0]  dig2_3,     
    output logic [3:0]  digito1,  
    output logic [3:0]  digito2,  
    output logic [3:0]  digito3,  
    output logic [3:0]  digito4   
);
    logic [4:0] sum_u;
    logic [4:0] sum_d;
    logic [4:0] sum_m;
    logic car1;
    logic car2;
    always_comb begin
        sum_u = dig1_1 + dig2_1;
        if (sum_u > 5'b01001)
            sum_u = sum_u + 5'b00110;
        digito1 = sum_u[3:0];
        car1    = sum_u[4];
        sum_d = dig1_2 + dig2_2 + car1;
        if (sum_d > 5'b01001)
            sum_d = sum_d + 5'b00110;
        digito2 = sum_d[3:0];
        car2    = sum_d[4];
        sum_m = dig1_3 + dig2_3 + car2;
        if (sum_m > 5'b01001)
            sum_m = sum_m + 5'b00110;
        digito3 = sum_m[3:0];
        digito4 = sum_m[4];
    end
endmodule
module teclado_matricial (
    input  logic        clk,
    input  logic        rst_n,
    input  logic [3:0]  columnas,
    output logic [3:0]  filas,
    output logic [3:0]  dig1_1,
    output logic [3:0]  dig1_2,
    output logic [3:0]  dig1_3,
    output logic [3:0]  dig2_1,
    output logic [3:0]  dig2_2,
    output logic [3:0]  dig2_3
);
    localparam int SCAN_DIVIDER = 13500;      
    localparam int DEBOUNCE_TIME = 540000;    
    logic [1:0]  fila_actual;
    logic [16:0] contador_scan;
    logic [19:0] contador_debounce;
    logic [3:0]  tecla_detectada;
    logic        tecla_valida;
    logic        tecla_presionada;
    logic        tecla_anterior;
    logic [2:0]  contador_digitos;  
    logic [3:0]  reg_dig1_1;
    logic [3:0]  reg_dig1_2;
    logic [3:0]  reg_dig1_3;
    logic [3:0]  reg_dig2_1;
    logic [3:0]  reg_dig2_2;
    logic [3:0]  reg_dig2_3;
    always_ff @(posedge clk or negedge rst_n) begin
        if (!rst_n) begin
            fila_actual <= 2'd0;
            contador_scan <= '0;
        end else begin
            if (contador_scan >= SCAN_DIVIDER) begin
                contador_scan <= '0;
                fila_actual <= (fila_actual == 2'd3) ? 2'd0 : fila_actual + 2'd1;
            end else begin
                contador_scan <= contador_scan + 1;
            end
        end
    end
    always_comb begin
        case (fila_actual)
            2'd0: filas = 4'b0001;
            2'd1: filas = 4'b0010;
            2'd2: filas = 4'b0100;
            2'd3: filas = 4'b1000;
            default: filas = 4'b0000;
        endcase
    end
    always_comb begin
        tecla_valida = 1'b0;
        tecla_detectada = 4'd0;
        if (columnas != 4'b0000) begin
            tecla_valida = 1'b1;
            case ({fila_actual, columnas})
                6'b00_0001: tecla_detectada = 4'd1;   
                6'b00_0010: tecla_detectada = 4'd2;   
                6'b00_0100: tecla_detectada = 4'd3;   
                6'b00_1000: tecla_detectada = 4'd10;  
                6'b01_0001: tecla_detectada = 4'd4;   
                6'b01_0010: tecla_detectada = 4'd5;   
                6'b01_0100: tecla_detectada = 4'd6;   
                6'b01_1000: tecla_detectada = 4'd11;  
                6'b10_0001: tecla_detectada = 4'd7;   
                6'b10_0010: tecla_detectada = 4'd8;   
                6'b10_0100: tecla_detectada = 4'd9;   
                6'b10_1000: tecla_detectada = 4'd12;  
                6'b11_0001: tecla_detectada = 4'd15;  
                6'b11_0010: tecla_detectada = 4'd0;   
                6'b11_0100: tecla_detectada = 4'd14;  
                6'b11_1000: tecla_detectada = 4'd13;  
                default: tecla_detectada = 4'd0;
            endcase
        end
    end
    always_ff @(posedge clk or negedge rst_n) begin
        if (!rst_n) begin
            contador_debounce <= '0;
            tecla_presionada <= 1'b0;
            tecla_anterior <= 1'b0;
        end else begin
            tecla_anterior <= tecla_presionada;
            if (tecla_valida) begin
                if (contador_debounce >= DEBOUNCE_TIME) begin
                    tecla_presionada <= 1'b1;
                end else begin
                    contador_debounce <= contador_debounce + 1;
                end
            end else begin
                contador_debounce <= '0;
                tecla_presionada <= 1'b0;
            end
        end
    end
    always_ff @(posedge clk or negedge rst_n) begin
        if (!rst_n) begin
            reg_dig1_1 <= 4'd0;
            reg_dig1_2 <= 4'd0;
            reg_dig1_3 <= 4'd0;
            reg_dig2_1 <= 4'd0;
            reg_dig2_2 <= 4'd0;
            reg_dig2_3 <= 4'd0;
            contador_digitos <= 3'd0;
        end else begin
            if (tecla_presionada && !tecla_anterior) begin
                if (tecla_detectada <= 4'd9) begin
                    case (contador_digitos)
                        3'd0: begin
                            reg_dig1_3 <= tecla_detectada;  
                            contador_digitos <= 3'd1;
                        end
                        3'd1: begin
                            reg_dig1_2 <= tecla_detectada;  
                            contador_digitos <= 3'd2;
                        end
                        3'd2: begin
                            reg_dig1_1 <= tecla_detectada;  
                            contador_digitos <= 3'd3;
                        end
                        3'd3: begin
                            reg_dig2_3 <= tecla_detectada;  
                            contador_digitos <= 3'd4;
                        end
                        3'd4: begin
                            reg_dig2_2 <= tecla_detectada;  
                            contador_digitos <= 3'd5;
                        end
                        3'd5: begin
                            reg_dig2_1 <= tecla_detectada;  
                            contador_digitos <= 3'd6;
                        end
                        default: begin
                        end
                    endcase
                end
                else if (tecla_detectada == 4'd15) begin
                    reg_dig1_1 <= 4'd0;
                    reg_dig1_2 <= 4'd0;
                    reg_dig1_3 <= 4'd0;
                    reg_dig2_1 <= 4'd0;
                    reg_dig2_2 <= 4'd0;
                    reg_dig2_3 <= 4'd0;
                    contador_digitos <= 3'd0;
                end
            end
        end
    end
    assign dig1_1 = reg_dig1_1;
    assign dig1_2 = reg_dig1_2;
    assign dig1_3 = reg_dig1_3;
    assign dig2_1 = reg_dig2_1;
    assign dig2_2 = reg_dig2_2;
    assign dig2_3 = reg_dig2_3;
endmodule
module top (
    input  logic        clk,
    input  logic        rst_n,             
    input  logic [3:0]  columnas,       
    output logic [3:0]  filas,          
    output logic [6:0]  segments,       
    output logic [3:0]  enable_displays  
);
    logic [3:0]  dig1_1;   
    logic [3:0]  dig1_2;   
    logic [3:0]  dig1_3;   
    logic [3:0]  dig2_1;   
    logic [3:0]  dig2_2;   
    logic [3:0]  dig2_3;   
    logic [3:0]  digito1;  
    logic [3:0]  digito2;  
    logic [3:0]  digito3;  
    logic [3:0]  digito4;  
    logic [3:0]  bcd_value;
    teclado_matricial teclado (
        .clk(clk),
        .rst_n(rst_n),
        .columnas(columnas),
        .filas(filas),
        .dig1_1(dig1_1),
        .dig1_2(dig1_2),
        .dig1_3(dig1_3),
        .dig2_1(dig2_1),
        .dig2_2(dig2_2),
        .dig2_3(dig2_3)
    );
    suma sumador (
        .dig1_1(dig1_1),
        .dig1_2(dig1_2),
        .dig1_3(dig1_3),
        .dig2_1(dig2_1),
        .dig2_2(dig2_2),
        .dig2_3(dig2_3),
        .digito1(digito1),
        .digito2(digito2),
        .digito3(digito3),
        .digito4(digito4)
    );
    multiplex_display controlador_de_pantalla (
        .clk(clk),
        .rst_n(rst_n),
        .digito1(digito1),
        .digito2(digito2),
        .digito3(digito3),
        .digito4(digito4),
        .bcd_value(bcd_value),
        .segmento_activo(enable_displays)
    );
    sevseg decodificador (
        .bcd(bcd_value),
        .segments(segments)
    );
endmodule
==> /design/flow/run.sh <==
#!/bin/bash
# OpenROAD 26Q1-2900-gdf79404cd8, Yosys 0.63+post, stock flow scripts
make -C /OpenROAD-flow-scripts/flow DESIGN_CONFIG=/design/flow/config.mk WORK_HOME=/design/flow/orfs finish
==> /design/flow/config.mk <==
export PLATFORM = sky130hd
export DESIGN_NAME = top
export DESIGN_NICKNAME = top
export VERILOG_FILES = /design/flow/design.v
export SDC_FILE = /design/flow/constraint.sdc
export NUM_CORES = 4
export LEC_CHECK = 1
export CORE_UTILIZATION = 50
==> /design/flow/constraint.sdc <==
current_design top

set clk_period 8.5
set clk_io_pct 0.2

create_clock -name clk0 -period $clk_period [get_ports {clk}]

set non_clock_inputs [all_inputs -no_clocks]
set_input_delay [expr $clk_period * $clk_io_pct] -clock clk0 $non_clock_inputs
set_output_delay [expr $clk_period * $clk_io_pct] -clock clk0 [all_outputs]
==> impl_metrics.yaml <==
# generated from flow reports
run_status:
  status: "complete, no violations"
run:
  maxCapViolCount: 0
  warnings: 48
grt:
  grt_antenna_before_repair: 0
  grt.total_usage_pct: 18.7
  grt_max_degree: 51
  grt_overflow_total: 0
  grt_pass1_vias: 3735
  grt_pass1_wl_um: 17300
synthesis:
  async_reset_ff_share_pct: 100
  ff_type: "dfrtp_1"
  top_cell_area_share_pct: 39.3
  ys_top_cells_by_area: "dfrtp_1 (39%), ha_1 (8.4%), mux2_4 (5.3%)"
  ys_warn_count: 4
  ys_cells: 570
  avgSynthCellArea_um2: 9.95
  ys_types: 59
  ys_chip_area_um2: 5670
  synth-seq-cells: 90
  netlist_area_um2: 5670
  edf_count: 0
  top_area_cell: "dfrtp_1"
  syn_inst: 570
  yosysSeqAreaShare_pct: 39.7
hold_path:
  min_path_type: "flop to flop"
detailed_routing:
  wl_met1_um: 4900
  drt-total-wl_um: 9560
  drt-initial-drc-count: 270
  ant_nets: 0
  top_layer: "met4"
  vias_per_cell: 5.24
  post_drt_wl_per_cell_um: 12.9
  drc: 0
  insertedDiodeCount: 0
  vias: 3900
  wl_met2_um: 4300
  wl_met3_um: 205
  drt_pass1_iterations: 6
cells_and_area:
  layout.cells.non_filler: 744
  ff_latch_area_um2: 2250
  fillCellCount: 928
  layout-drive-gt1-share_pct: 13.4
  final_common_cell: "dfrtp_1"
  syn2layout_area_growth_pct: 13.1
  final_cell_mix: "dfrtp_1 (89), nor2_1 (70), inv_1 (40), nand2_1 (38), ha_1 (38)"
  mi_logic_area_um2: 3260
placement:
  place_congestion: 0.833
  dpl.hpwl_um: 6880
  portBuffers: 20
  numPlacedInstances: 723
final_timing:
  finalClockPeriodUsage_pct: 95.7
  fmax_mhz: 123
  slew_violations: 0
  whs_ps: 416
  setup_viol: 0
  hold_viol: 0
  worstMarginPinSlew_ps: 848
  slew_headroom_pct: 43.2
  fin_skew_ps: 6.84
  fin_crit_ps: 8130
  finalSetupTns_ps: 0
clock_tree:
  cts_tree: "built"
  clockBufferDepth: 2
  clk_pin_slew_worst_paths_ps: 60
  cts_max_level: 3
  clk_latency_ps: 330
  clock-sinks: 90
  clockRootBuffer: "clkbuf_16"
  hold_buffers: 0
  numCtsBuffers: 9
setup_path:
  cp.required_ps: 6800
  crit_arrival_ps: 6430
  critical-path-top-delay-family: "adder cells"
  worst_path_max_delay_cell: "fa_2"
  start_kind: "flop"
  critPathMaxFanout: 5
  critical-path-max-stage-delay_ps: 570
  crit_top_cell: "inv_1"
  end_kind: "output port"
  path_buffers: 8
  worstSetupPathType: "flop to output port"
die:
  die_w_um: 108
  initial_core_util_pct: 51.9
  ios: 21
  die_y_um: 108
  num_rows: 38
  die-area_um2: 11800
  core_area_um2: 10900
pwr:
  leakage_nw: 2.99
  p_per_area_nw_per_um2: 174
  ir_worst_vdd_mv: 0.111
cell type report:
class | instances | share of cell area [%]
flip-flops and latches | 90 | 35.1
inverters | 41 | 2.40
well taps | 140 | 2.73
clock inverters | 5 | 0.859
clock buffers | 11 | 3.63
multi-input cells | 426 | 50.9
repair buffers | 31 | 4.37
per-layer routing:
layer,up-vias,track usage [%]
met4,0,2.99
met3,12,2.09
li1,2007,-
met2,42,28.5
met1,1839,30.7
met5,-,0
registers in the layout, indices dropped and copies added, names as in the netlist:
signal	flops
teclado.contador_debounce	20
controlador_de_pantalla.contador	17
teclado.contador_scan	17
teclado.contador_digitos	6
teclado.reg_dig1_1	4
teclado.reg_dig1_2	4
teclado.reg_dig1_3	4
teclado.reg_dig2_1	4
teclado.reg_dig2_2	4
teclado.reg_dig2_3	4
controlador_de_pantalla.pantalla_activa	2
teclado.fila_actual	2
teclado.tecla_anterior	1
teclado.tecla_presionada	1
what timing repair did:
item                                    4_1_cts  5_1_grt
endpoints found under the setup margin        3        7
resized                                       2       18
pin swaps                                     0        3
buffers inserted                              0        5
worst register-to-register path: cells and delay by family (launching register included):
kind            cells  cell delay, ps
buf+inv             1             210
simple gates        2             910
compound gates      4             960
flops               1             580
mux                 1             330
synth_stat cells (all sizes together), types with 5 or more instances:
cell type and number:
xnor2 23, ha 38, nand2b 6, a21oi 25
buf 9, nor3 10, a22o 8, inv 41
nor2 70, and3 11, nand4 12, nand3 18
mux2i 14, xor2 30, clkbuf 6, o21ai 20
fa 5, mux2 28, dfrtp 89, nor2b 11
nand2 38, a21o 8
path summary, 6_finish.rpt:
path / from / end / slack [ps] / cells past startpoint
worst max-delay path: teclado.reg_dig2_1[0] / segments[1] / 370 / 28
worst min-delay path: teclado.tecla_presionada / teclado.tecla_anterior / 420 / 0
max in group asynchronous: rst_n / teclado.reg_dig1_2[2] / 6170 / 2
min in group asynchronous: rst_n / controlador_de_pantalla.contador[10] / 1330 / 1
worst max register to register: teclado.fila_actual[1] / teclado.reg_dig2_1[3] / 5400 / 8
worst min register to register: teclado.tecla_presionada / teclado.tecla_anterior / 420 / 0
stage by stage:
stage	total power, W	cell area [um^2]	util [%]	worst slack [ps]
floorplan	0.000670	5680	-	1210
global placement	0.000733	6000	54.9	384
detailed placement	0.000737	6000	54.9	177
CTS	0.00112	6290	57.6	17.3
global route	0.00118	6410	58.6	-1.83
finish	0.00111	6410	58.6	370
power by group:
part | switching (W) | leakage, nW | internal (W)
logic | 0.000128 | 1.64 | 0.000103
clock network | 0.000153 | 0.136 | 0.000227
registers | 0.0000407 | 1.22 | 0.000461
total | 0.000322 | 2.99 | 0.000790
logic make-up after synthesis:
logic type	count (synthesis)	synth area share, %
AND-OR/OR-AND	90	11.5
XOR/XNOR	53	8.19
adder cells (fa/ha/maj)	43	10.2
buffers and inverters	56	4.39
flip-flops	90	39.7
multiplexers	42	9.36
other	1	0.0661
AND/OR/NAND/NOR	195	16.7
Power and IR drop assume default switching activity.
